==> ./design.v <==
module program_sequencer(
	input clk, sync_reset,
	input jmp, jmp_nz, dont_jmp,
	input [3:0] jmp_addr,
	input NOPC8, NOPCF, NOPD8, NOPDF,		
	output reg [7:0] pm_addr, pc,
	output reg [7:0] from_PS			 
);
always @ *
	from_PS = 8'H00;  
always @ (posedge clk)
	pc <= pm_addr;
always @ (*)
	if (sync_reset == 1'd1)
		pm_addr = 8'H00;
	else if (jmp == 1'd1)
		pm_addr = { jmp_addr, 4'H0 };
	else if (jmp_nz == 1'd1 && dont_jmp == 1'd0)
		pm_addr = { jmp_addr, 4'H0 };
	else
		pm_addr = pc+ 8'H01;
endmodule
==> ./run.sh <==
#!/bin/bash
# OpenROAD 26Q1-2900-gdf79404cd8, Yosys 0.63+post, stock flow scripts
make -C /OpenROAD-flow-scripts/flow DESIGN_CONFIG=/design/flow/config.mk WORK_HOME=/design/flow/orfs finish
==> ./config.mk <==
export PLATFORM = sky130hd
export DESIGN_NAME = program_sequencer
export DESIGN_NICKNAME = program_sequencer
export VERILOG_FILES = /design/flow/design.v
export SDC_FILE = /design/flow/constraint.sdc
export NUM_CORES = 4
export LEC_CHECK = 1
export CORE_AREA = 10 10 70 70
export DIE_AREA = 0 0 80 80
==> ./constraint.sdc <==
current_design program_sequencer

set clk_period 2.2
set clk_io_pct 0.2

create_clock -name clk0 -period $clk_period [get_ports {clk}]

set non_clock_inputs [all_inputs -no_clocks]
set_input_delay [expr $clk_period * $clk_io_pct] -clock clk0 $non_clock_inputs
set_output_delay [expr $clk_period * $clk_io_pct] -clock clk0 [all_outputs]
==> run summary <==
fresh numbers from the pnr run: DRT Pass-1 Iters 3, Worst Hold Class reg2reg, xor/xnor share 0.0602, clock latency on the worst-skew pair roughly 0.25 ns, Post-Syn Instances 51, layout cells sized above 1 0.356, deepest level of the CTS H-tree 1, mux cell area share after synthesis 0, total of max-cap violations 0, Worst EP required 1.76 ns, vias in the first global route between 400 and 500, Netlist Area Pre-Place 437 sq um, chip area ~6400 sq um, register share after synthesis 0.367, synthesis area per yosys around 440 sq um, antenna violations before repair 0, Die Height 80 um, Synth Area per Inst ~8.6 sq um, P per Cell Area roughly 400 nW/um^2, min cycle time layout roughly 2.1 ns, Max-slew headroom 0.603, number of enable flip-flop cells 0, final setup vio count 0, Top Ports 37, via count about 450, Synth flops 8, Max-area cell share 0.367, cell type with the largest total area dfxtp_1, cts bufs inserted 3, CTS clk-pin slew, worst paths ~0.050 ns, Root Buffer clkbuf_4, CORE AREA 3420 sq um, crit path launch type primary input, Area after DPL between 700 and 800 sq um, num rows 21, Via density 3.41, Unique cell types 20, commonest register cell after synthesis dfxtp_1, worst vdd ir roughly 0.2 mV, largest register by flop count pc, CTS tree done, Leak 0.404 nW, simple-gate share of the synthesized area 0.215, cts-stage hold buffer count 0, Compound Share, Synth 0.158, number of OpenROAD warnings 30, Cell Chain, Critical Path clkdlybuf4s50_1 -> nand2b_4 -> buf_4 -> and2_4 -> a311oi_2 -> buf_2, die width 80 um, dominant kind of combinational cell simple AND/OR/NAND/NOR gates, area of the multi-input gates about 310 sq um, RSZ-0062 raised after global routing no, CTS max path bufs 2, final slew viol count 0, CP top delay family buffers and inverters, first-pass GRT wire length ~2400 um, gr usage total 0.0483, Init Core Util 0.128, max reg flops 8, Fin Clk Skew roughly 0.0023 ns, DP Wirelength 1230 um, Register Area around 160 sq um, yosys cell count between 50 and 60, max incr delay on CP between 0.4 and 0.5 ns, remaining antenna violation count after routing 0, WL final ~1500 um, most frequent cells after synthesis buf_4, dfxtp_1, a21oi_1, nand3_1, fill cell count around 370, Buf/Inv on CP 3, Buffers on Ports 24, top post-synthesis cells by area dfxtp_1, buf_4, a311oi_1, a21oi_1, nand3_1, design area about 870 sq um, fmax 469 MHz, GPL Wtd Cong between 0.7 and 0.8, worst-path fanout max 4, Regs by FF count pc x8, largest net degree at the start of global routing 9, Crit. End Element output port, DRC 0, Post-synth ARST share 0, grt ovf 0, Clock Sinks 8, Synthesis Warnings 1, WL/cell between 10 and 15 um, pre-CTS setup slack -0.364 ns, WP data arrival roughly 1.7 ns, worst setup margin approximately 0.066 ns, worst slew pin tran 0.596 ns, Hold Vio Cnt, Final 0, Antenna diodes 0, Starting DRT DRC Count 18, status finished clean, part of the cycle the worst path needs 0.970, adder share 0.0287, Area growth syn-to-layout 98.3%, CP max stage cell clkdlybuf4s50_1, kind of critical path in2out
==> layer usage <==
| metal | GRT usage | part of all wire | vias to the layer above |
|---|---|---|---|
| li1 | - | - | 242 |
| met1 | 0.0677 | 0.51 | 182 |
| met2 | 0.0586 | 0.34 | 27 |
| met3 | 0.0375 | 0.15 | 2 |
| met4 | 0.00176 | 0.0046 | 0 |
| met5 | 0 | 0 | - |
==> worst register-to-register path: stages, from the launching register on <==
cell,delay [ns]
dfxtp_1,0.33
ha_1,0.17
inv_1,0.05
or3_1,0.38
a311oi_2,0.29
==> what timing repair did <==
action                     in CTS  in global routing
pin swaps                       3                  4
cloned                          0                  0
resized                        27                 10
setup endpoints to repair       8                  6
buffers inserted                2                  1
==> power breakdown <==
group          total, mW  switching [mW]  internal [mW]
logic             0.0842          0.0333         0.0510
registers          0.158         0.00571          0.152
clock network      0.110          0.0481         0.0623
total              0.353          0.0871          0.266
==> final cells by class <==
type,count,area share
repair buffers,35,0.354
multi-input cells,39,0.360
flip-flops and latches,8,0.185
well taps,46,0.0665
inverters,2,0.00867
clock buffers,3,0.0260
==> cells by family after synthesis <==
family,Yosys count
compound gates,11
fa+ha+maj,1
xor+xnor,3
simple gates,16
other cells,1
flops,8
buf+inv,11
==> path summary, 6_finish.rpt <==
| kind | startpoint | end | slack, ns | depth (start not counted) |
|---|---|---|---|---|
| worst min-delay path | pc[0]$_DFF_P_ | pc[0]$_DFF_P_ | 0.57 | 2 |
| worst max-delay path | dont_jmp | pm_addr[6] | 0.07 | 6 |
| worst min register to register | pc[0]$_DFF_P_ | pc[0]$_DFF_P_ | 0.57 | 2 |
| worst max register to register | pc[0]$_DFF_P_ | pc[6]$_DFF_P_ | 0.89 | 4 |
==> through the flow <==
step	hold WS (ns)	total power, mW	setup TNS (ns)	instances	util
2_1_floorplan	0.471	0.187	0	58	-
3_3_place_gp	0.545	0.234	-2.35	127	0.222
3_5_place_dp	0.550	0.234	-2.26	127	0.222
4_1_cts	0.574	0.357	-0.251	132	0.245
5_1_grt	0.594	0.379	0	133	0.253
6_report	0.570	0.353	0	133	0.253
==> cells in the final DEF (no fill, tap or decap) <==
master / count
nand2b_4: 1
inv_1: 1
buf_4: 11
nand2_1: 1
nand3_1: 4
conb_1: 8
clkbuf_4: 3
and2_4: 1
xor2_1: 2
dfxtp_1: 8
a211oi_2: 1
nor3_4: 3
a21oi_1: 4
dlygate4sd2_1: 3
buf_2: 4
xnor2_1: 1
nand4_2: 1
ha_1: 1
dlymetal6s2s_1: 3
clkdlybuf4s50_1: 14
a311oi_2: 3
inv_2: 1
nor3b_2: 1
nand2_4: 1
or3_1: 3
o21ai_0: 3
Power figures rest on the tool's default switching activity, not on a simulated workload.
