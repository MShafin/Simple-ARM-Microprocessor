`design/flow/run.sh`:
```
#!/bin/bash
# OpenROAD 26Q1-2900-gdf79404cd8, Yosys 0.63+post, stock flow scripts
make -C /OpenROAD-flow-scripts/flow DESIGN_CONFIG=/design/flow/config.mk WORK_HOME=/design/flow/orfs finish
```
`design/flow/config.mk`:
```
export PLATFORM = sky130hd
export DESIGN_NAME = instruction_decoder
export DESIGN_NICKNAME = instruction_decoder
export VERILOG_FILES = /design/flow/design.v
export SDC_FILE = /design/flow/constraint.sdc
export NUM_CORES = 4
export LEC_CHECK = 1
export CORE_AREA = 10 10 77 77
export DIE_AREA = 0 0 87 87
```
`design/flow/constraint.sdc`:
```
current_design instruction_decoder

set clk_period 1.8
set clk_io_pct 0.2

create_clock -name clk0 -period $clk_period [get_ports {clk}]

set non_clock_inputs [all_inputs -no_clocks]
set_input_delay [expr $clk_period * $clk_io_pct] -clock clk0 $non_clock_inputs
set_output_delay [expr $clk_period * $clk_io_pct] -clock clk0 [all_outputs]
```
`design/flow/design.v`:
```
module instruction_decoder(
	input [7:0] next_instr, 		 
	input clk, sync_reset, 			 
	output reg [3:0] ir_nibble,			 
	output reg [8:0] reg_en, 			 
	output reg [3:0] source_sel, 		 
	output reg i_sel, x_sel, y_sel, 	 
	output reg jmp, jmp_nz, 			 
	output reg f1, f2, f3,  
	output reg interrupt,
	output reg [7:0] ir,				 
	output reg [7:0] from_ID,			 
	output reg NOPC8, NOPCF, NOPD8, NOPDF	 
);
always @ (*)
	from_ID = {7'H0, interrupt};
always @ (*)
	if (ir == 8'hC8)
		NOPC8 <= 1'b1;
	else
		NOPC8 <= 1'b0;
always @ (*)	
	if (ir == 8'hCF)
		NOPCF <= 1'b1;
	else
		NOPCF <= 1'b0;
always @ (*)
	if (ir == 8'hD8)
		NOPD8 <= 1'b1;
	else
		NOPD8 <= 1'b0;
always @ (*)
	if (ir == 8'hDF)
		NOPDF <= 1'b1;
	else
		NOPDF <= 1'b0;
always @ (posedge clk)
	if (sync_reset) 
		 f1 = 0;    
	else if (NOPC8 == 1)
		 f1 = 1 ;    
	else
		 f1 = 0;    
always @ (posedge clk)
	if (sync_reset) 
		 f2 = 0;    
	else if ((f1 == 1) && (NOPC8 == 0))
		 f2 = 1;    
	else
		 f2 = 0;    
always @ (posedge clk)
	if (sync_reset) 
		 f3 = 0;    
	else if ((f2 == 1) && (NOPC8 == 0))
		 f3 = 1;    
	else
		 f3 = 0;    
always @ (posedge clk)
	ir <= next_instr;
always @ (*)
	ir_nibble <= ir[3:0];  
always @ (*)
	if (sync_reset == 1'b1)  
		jmp <= 1'b0; 
	else if (ir[7:4] == 4'b1110)  
		jmp <= 1'b1;
	else  
		jmp <= 1'b0;
always @ (*)
	if (sync_reset == 1'b1)  
		jmp_nz <= 1'b0; 
	else if (ir[7:4] == 4'b1111)  
		jmp_nz <= 1'b1;
	else  
		jmp_nz <= 1'b0;
always @ (*)
	if (sync_reset == 1'b1)  
		i_sel <= 1'b0;
	else if ((ir[7:4] == 4'b0110) || (ir[7:3] == 5'b10110))  
		i_sel <= 1'b0;
	else  
		i_sel <= 1'b1;
always @ (*)
	if (sync_reset == 1'b1)
		x_sel <= 1'b0;
	else
		x_sel <= ir[4];
always @ (*)
	if (sync_reset == 1'b1)
		y_sel <= 1'b0;
	else
		y_sel <= ir[3];
always @ (*)
	if (sync_reset == 1'b1) 
		source_sel = 4'd10;
	else if (ir[7] == 1'b0)
		source_sel = 4'd8;
	else if ( (ir[7:6] == 2'b10) && (ir[5:3] == ir[2:0]) && (ir[2:0] == 3'd4) )
		source_sel = 4'd4;
	else if ( (ir[7:6] == 2'b10) && (ir[5:3] == ir[2:0]) )
		source_sel = 4'd9;
	else if ( (ir[7:6] == 2'b10) )
		source_sel = {1'b0, ir[2:0]};   
	else
		source_sel = {1'b0, ir[2:0]};
always @ (*)
	if (sync_reset == 1'b1)
		reg_en[0] <= 1'b1;
	else if (ir[7:4] == 4'b0000)  
		reg_en[0] <= 1'b1;
	else if (ir[7:3] == 5'b10000)  
		reg_en[0] <= 1'b1;
	else
		reg_en[0] <= 1'b0;
always @ (*)
   if (sync_reset == 1'b1)
		reg_en[1] <= 1'b1;
	else if (ir[7:4] == 4'b0001)  
		reg_en[1] <= 1'b1;
	else if (ir[7:3] == 5'b10001)  
		reg_en[1] <= 1'b1;
	else
		reg_en[1] <= 1'b0;	
always @ (*)
	if (sync_reset == 1'b1)
		reg_en[2] <= 1'b1;
	else if (ir[7:4] == 4'b0010)  
		reg_en[2] <= 1'b1;
	else if (ir[7:3] == 5'b10010)  
		reg_en[2] <= 1'b1;
	else
		reg_en[2] <= 1'b0;	
always @ (*)
	if (sync_reset == 1'b1)
		reg_en[3] <= 1'b1;
	else if (ir[7:4] == 4'b0011)  
		reg_en[3] <= 1'b1;
	else if (ir[7:3] == 5'b10011)  
		reg_en[3] <= 1'b1;
	else
		reg_en[3] <= 1'b0;	
always @ (*)
	if (sync_reset == 1'b1)
		reg_en[4] <= 1'b1;
	else if (ir[7:5] == 3'b110)  
		reg_en[4] <= 1'b1;
	else
		reg_en[4] <= 1'b0;	
always @ (*)
	if (sync_reset == 1'b1)
		reg_en[5] <= 1'b1;
	else if (ir[7:4] == 4'b0101)  
		reg_en[5] <= 1'b1;
	else if (ir[7:3] == 5'b10101)  
		reg_en[5] <= 1'b1;
	else
		reg_en[5] <= 1'b0;	
always @ (*)
	if (sync_reset == 1'b1)
		reg_en[6] <= 1'b1;
	else if (ir[7:4] == 4'b0110)  
		reg_en[6] <= 1'b1;
	else if (ir[7:3] == 5'b10110)  
		reg_en[6] <= 1'b1;
	else if (ir[7:4] == 4'b0111)  
		reg_en[6] <= 1'b1;
	else if (ir[7:3] == 5'b10111)  
		reg_en[6] <= 1'b1;	
	else if ((ir[7:6] == 2'b10) && (ir[2:0] == 3'b111))  
		reg_en[6] <= 1'b1;
	else
		reg_en[6] <= 1'b0;	
always @ (*)
	if (sync_reset == 1'b1)
		reg_en[7] <= 1'b1;
	else if (ir[7:4] == 4'b0111)  
		reg_en[7] <= 1'b1;
	else if (ir[7:3] == 5'b10111)  
		reg_en[7] <= 1'b1;
	else
		reg_en[7] <= 1'b0;	
always @ (*)
	if (sync_reset == 1'b1)
		reg_en[8] <= 1'b1;
	else if (ir[7:4] == 4'b0100)  
		reg_en[8] <= 1'b1;
	else if (ir[7:3] == 5'b10100)  
		reg_en[8] <= 1'b1;
	else
		reg_en[8] <= 1'b0;	
endmodule
```
==> impl_metrics.env <==
# implementation run metrics
export IMPL_synthTopCellsByCount="buf_4 (15), dfxtp_1 (11), inv_1 (6), nor2_1 (6), o21ai_0 (6)"
export IMPL_status="finished, violations left"
export IMPL_clk_latency_ns=0.24
export IMPL_overflow=0
export IMPL_die_area_um2=7570
export IMPL_path_cells="buf_6 -> xnor2_2 -> nand4_1 -> buf_4 -> buf_6 -> a31o_4 -> buf_6"
export IMPL_hold_end="f3"
export IMPL_vdd_ir_drop_worst_mv=0.283
export IMPL_failed_checks="negative setup slack"
export IMPL_grt_max_degree=9
export IMPL_die_w_um=87
export IMPL_synth_edff_count=0
export IMPL_power_leakage_nw=0.786
export IMPL_arrival_ns=1.54
export IMPL_hpwl_um=2430
export IMPL_hold_depth=1
export IMPL_clkTransAtPathRegs_ns=0.05
export IMPL_cp_slowest_stage_delay_ns=0.34
export IMPL_finalSetupTns_ns=-0.124
export IMPL_clock_sinks=11
export IMPL_port_buffers=46
export IMPL_yosys_area_um2=777
export IMPL_startpoint_type="flip-flop"
export IMPL_crit_type="flip-flop to primary output"
export IMPL_ys_types=36
export IMPL_crit_fanout=3
export IMPL_h_tree_depth=1
export IMPL_pin_count=56
export IMPL_vias_per_cell=4.00
export IMPL_ant_nets=0
export IMPL_crit_required_ns=1.44
export IMPL_ys_flops=11
export IMPL_track_usage_pct=8.21
export IMPL_wl_per_cell_um=14.3
export IMPL_grt_antenna_before_repair=0
export IMPL_grt_pass1_vias=973
export IMPL_dp_cells=203
export IMPL_post_place_ws_ns=-0.413
export IMPL_syn_inst=92
export IMPL_cp_end_kind="primary output"
export IMPL_top_area_share_pct=28.3
export IMPL_synth_area_um2=777
export IMPL_met3_usage_pct=2.26
export IMPL_rsz0062_at_grt="yes"
export IMPL_hold_viol_final=0
export IMPL_fin_skew_ns=0.00281
export IMPL_hp_start="f2"
export IMPL_layout_min_cycle_time_ns=1.90
export IMPL_area_leaders="dfxtp_1 (28%), buf_4 (14%), o21ai_0 (3.9%)"
export IMPL_drive_gt1_share_pct=54.6
export IMPL_cts_made_buffers=3
export IMPL_cts_root_buf="clkbuf_8"
export IMPL_r2r_end="f1"
export IMPL_critPathTopFamily="buffers and inverters"
export IMPL_timing_rr_start="ir[5]"
export IMPL_fmax_mhz=527
export IMPL_warning_count=27
export IMPL_reg2regPathDepth=6
export IMPL_yosys_warnings=2
export IMPL_wl_um=3240
export IMPL_fin_ws_ns=-0.0983
export IMPL_fin_crit_sh_pct=105
export IMPL_first_pass_iters=4
export IMPL_cp_slowest_cell="dfxtp_4"
export IMPL_grt_busiest_layer="met2"
export IMPL_worstHoldPathType="flip-flop to flip-flop"
export IMPL_rows=24
export IMPL_grtUsageMet2_pct=13.6
export IMPL_diodes=0
export IMPL_path_common_cell="buf_6"
export IMPL_drt_initial_drc_count=76
export IMPL_synthArstFlopShare_pct=0
export IMPL_drc_errors=0
export IMPL_stdcell_count=226
export IMPL_power_density_nw_per_um2=456
export IMPL_setup_violations=3
export IMPL_gr_usage_met1_pct=10.7
export IMPL_vias=905
export IMPL_most_common_cell="buf_4"
export IMPL_area_growth_pct=118
export IMPL_die_height_um=87
export IMPL_largest_area_cell="dfxtp_1"
export IMPL_maxCapViolCount=0
export IMPL_cts_tree="built"
export IMPL_worst_path_buf_inv=4
export IMPL_maxSlewViolCount=0
export IMPL_syn_area_per_cell_um2=8.45
export IMPL_grt_pass1_wl_um=5040
export IMPL_clock_path_buffers=2
export IMPL_flop_cell="dfxtp_1"
export IMPL_ys_cells=92
export IMPL_power_uw=771
export IMPL_holdBufCountCts=0
export IMPL_rrSetupSlack_ns=0.37
export IMPL_fp_util_pct=17.8
export IMPL_gp_congestion=0.823
export IMPL_ys_seq_share_pct=28.3
export IMPL_finish_utilization_pct=38.9
export IMPL_coreArea_um2=4350
-- cells in the final DEF, fill, tap and decap left out, drive strengths merged, types with 4 or more instances in the layout --
cell           netlist  layout
inv                  6       5
clkdlybuf4s50        0      24
nor2                 6       6
buf                 18      55
o21ai                7       7
nor3b                4       4
conb                 1       9
nand2                5       5
clkbuf               2       9
dfxtp               11      11
-- state kept, by name, indices dropped and copies added, names as in the netlist --
name,cells
ir,8
f1,1
f2,1
f3,1
-- through the flow --
stage	hold slack [ns]	cell area, µm²
finish	0.487	1690
global route	0.516	1690
CTS	0.500	1630
detailed placement	0.482	1380
global placement	0.487	1380
floorplan	0.388	807
-- worst register-to-register path: cells and delay by family (launching register included) --
| kind | cells | cell delay [ns] |
|---|---|---|
| AND/OR/NAND/NOR | 3 | 0.63 |
| flip-flops | 1 | 0.34 |
| buffers and inverters | 3 | 0.40 |
-- power by group --
group          switching (mW)  total (mW)  internal (mW)
Sequential             0.0141       0.265          0.251
Combinational          0.0936       0.259          0.165
Clock                  0.0912       0.247          0.155
-- routing by layer --
layer,wire [µm],part of all wire [%]
met1,1420,44
met2,1620,50
met3,163,5.0
met4,34,1.0
met5,0,0
-- worst max path at each step --
stage,startpoint,endpoint,slack (ns),depth (start not counted)
5_1_grt,ir[5],source_sel[1],-0.17,7
6_report,ir[5],source_sel[1],-0.1,7
4_1_cts,ir[5],source_sel[1],-0.17,7
-- timing repair --
| item | 4_1_cts | 5_1_grt |
|---|---|---|
| resized | 85 | 34 |
| pin swaps | 14 | 13 |
| setup endpoints to repair | 22 | 17 |
| setup buffers | 20 | 5 |
-- cells by family after synthesis --
kind of cell	after synthesis	synth area share, %
AND/OR/NAND/NOR	32	28.3
buffers and inverters	26	21.3
AND-OR/OR-AND	17	15.3
flip-flops	11	28.3
XOR/XNOR	3	3.38
multiplexers	2	2.90
other	1	0.483
-- final cells by class --
| class | instances | area [µm²] |
|---|---|---|
| Clock buffer | 4 | 45.0 |
| Fill cell | 406 | 2660 |
| Inverter | 6 | 26.3 |
| Multi-Input combinational cell | 63 | 549 |
| Sequential cell | 11 | 240 |
| Tap cell | 52 | 65.1 |
| Timing Repair Buffer | 90 | 766 |
No activity file was given, so power comes from the tool's default toggle rates.
