### /design/flow/run.sh
#!/bin/bash
# OpenROAD 26Q1-2900-gdf79404cd8, Yosys 0.63+post, stock flow scripts
make -C /OpenROAD-flow-scripts/flow DESIGN_CONFIG=/design/flow/config.mk WORK_HOME=/design/flow/orfs finish
### /design/flow/config.mk
export PLATFORM = sky130hd
export DESIGN_NAME = computational_unit
export DESIGN_NICKNAME = computational_unit
export VERILOG_FILES = /design/flow/design.v
export SDC_FILE = /design/flow/constraint.sdc
export NUM_CORES = 4
export LEC_CHECK = 1
export CORE_UTILIZATION = 50
### /design/flow/constraint.sdc
current_design computational_unit

set clk_period 8.3
set clk_io_pct 0.2

create_clock -name clk0 -period $clk_period [get_ports {clk}]

set non_clock_inputs [all_inputs -no_clocks]
set_input_delay [expr $clk_period * $clk_io_pct] -clock clk0 $non_clock_inputs
set_output_delay [expr $clk_period * $clk_io_pct] -clock clk0 [all_outputs]
### /design/flow/design.v
module computational_unit(
	input clk, sync_reset,		
	input i_sel, y_sel, x_sel,							 
	input [3:0] source_sel, nibble_ir, i_pins, dm,		 
	input [8:0] reg_en,									 
	input NOPC8, NOPCF, NOPD8, NOPDF,
	output reg r_eq_0,									 
	output reg [3:0] o_reg, i, data_bus,				 
	output reg [3:0] x0, x1, y0, y1, m, r,
	output reg [7:0] from_CU					
);
reg [3:0] pm_data; 										 
always @ (*)
	from_CU <= 8'H00;
always @ (*)
	pm_data <= nibble_ir;
always @ (posedge clk)
if (reg_en[0] == 1'b1)
	x0 <= data_bus;
else
	x0 <= x0;
always @ (posedge clk)
if (reg_en[1] == 1'b1)
	x1 <= data_bus;
else
	x1 <= x1;
always @ (posedge clk)
if (reg_en[2] == 1'b1)
	y0 <= data_bus;
else
	y0 <= y0;
always @ (posedge clk)
if (reg_en[3] == 1'b1)
	y1 <= data_bus;
else
	y1 <= y1;
always @ (posedge clk)
if (reg_en[5] == 1'b1)
	m <= data_bus;
else
	m <= m;
always @ (posedge clk)
if (reg_en[6] == 1'b1)
	if (i_sel == 1'b0) 
		i <= data_bus;
	else 
		i <= i + m;
else
	i <= i;
always @ (posedge clk)
if (reg_en[8]==1'b1)
	o_reg <= data_bus;
else
	o_reg <= o_reg;
always @ (*)
	case(source_sel)
		4'd00: data_bus <= x0;		
		4'b01: data_bus <= x1;		
		4'd02: data_bus <= y0;		
		4'd03: data_bus <= y1;	
		4'd04: data_bus <= r;
		4'd05: data_bus <= m;			
		4'd06: data_bus <= i;	
		4'd07: data_bus <= dm;		
		4'd08: data_bus <= pm_data;	
		4'd09: data_bus <= i_pins;	
		default: data_bus <= 4'h0;	
	endcase
reg [2:0] alu_func;
reg [3:0] alu_out;  
reg [3:0] x, y;
reg [7:0] x_mul_y; 
always @ (*)
	alu_func <= nibble_ir[2:0];
always @ (*)
	if (x_sel == 1'b0) 
		x <= x0;
	else x <= x1;
always @ (*)
	if(y_sel == 1'b0)
		y <= y0;
	else y <= y1;
always @ (*)
	x_mul_y <= x * y;
always @ (*)
	if (sync_reset == 1'b1)
		alu_out <= 4'b0;				
	else if ((alu_func == 3'b0) && (nibble_ir[3] == 1'b0))
		alu_out <= -x;			
	else if (alu_func == 3'b001)
		alu_out <= x - y;		
	else if (alu_func == 3'b010)
		alu_out <= x + y;		
	else if (alu_func == 3'b011)
		alu_out <= x_mul_y[7:4];	
	else if (alu_func == 3'b100)
		alu_out <= x_mul_y[3:0];
	else if (alu_func == 3'b101)
		alu_out <= x ^ y;			
	else if (alu_func == 3'b110)
		alu_out <= x & y;			
	else if ((alu_func == 3'b111) && (nibble_ir[3] == 1'b0))
		alu_out <= ~x;					
	else if ((alu_func == 3'b000) && (nibble_ir[3] == 1'b1))
		alu_out <= r;		 
	else if ((alu_func == 3'b111) && (nibble_ir[3] == 1'b1))
		alu_out <= r;		 
	else
		alu_out <= r;
always @ (posedge clk)
	if (sync_reset == 1'b1)
		r <= 4'd0;
	else if (reg_en[4] == 1'b1)
		r <= alu_out;
	else
		r <= r;
always @ (posedge clk)
	if (sync_reset == 1'b1)
		r_eq_0 <= 1'b1;
	else if ((reg_en[4] == 1'b1) && (alu_out == 4'd0))
		r_eq_0 <= 1'b1;
	else if ((reg_en[4] == 1'b1) && (alu_out != 4'd0))
		r_eq_0 <= 1'b0;
	else
		r_eq_0 <= r_eq_0;
endmodule
==> run_results.csv <==
group,metric,value,unit
timing,max-slew-margin-rel,0.521,
cts,ctsHoldBuffers,0,
timing,max_freq,174,MHz
place,finalWeightedCongestion,0.864,
timing,final_setup_violation_count,0,
routing,drc,0,
finish,share_of_layout_cells_above_drive_strength_1,0.0889,
floorplan,die_span_in_y,78.6,um
floorplan,io_pins,79,
synth,yosysTopAreaCell,"edfxtp_1",
cts,cts.reportedPaths.clkPinSlew,0.07,ns
timing,final_min_period_over_clock_period,0.694,
cts,clock_root_cell,"clkbuf_8",
routing,antenna_fix_cells,0,
synth,synth.lib_cells_used.distinct,61,
finish,area.growth.synth_to_final,25.9,%
floorplan,die_area,0.00617,mm2
routing,drtIter0Drc,168,
setup_path,critical_path_buf_inv_count,2,
timing,worst_pin_slew,0.716,ns
setup_path,critical_path.most_common_cell,"clkdlybuf4s50_1",
setup_path,worstPathMaxFanout,20,
global_routing,via_count_of_the_first_global_routing_pass,2379,
setup_path,critical_path_data_arrival_time,4.10,ns
power_and_ir_drop,irDropWorstVdd,0.109,mV
cts,clock_latency_late_sink,0.28,ns
place,detailed_place.area,0.00360,mm2
cts,post_cts_resize_count,0,
setup_path,start_kind,"primary input",
synth,netlist_top_cells_area,"edfxtp_1, ha_1, fa_1, mux2i_1, nor2_1",
synth,yosys_area,0.00293,mm2
global_routing,grt_pass1_wl,11700,um
timing,final-max-slew-violation-count,0,
finish,filler_cell_count,467,
synth,post-synth-top-area-fraction,0.287,
synth,syn_avg_cell_area,9.52,um2
power_and_ir_drop,total_leakage_power,1.52,nW
cts,tritoncts,"yes",
synth,synth-main-ff-cell,"edfxtp_1",
finish,flop_area,941,um2
routing,routed_wl,7460,um
synth,synthesis.area,0.00293,mm2
setup_path,cpMaxStageDelayCell,"clkdlybuf4s50_1",
synth,post_synth_inst_count,308,
cts,cts_sink_cnt,33,
synth,edff_count_synth,28,
cts,htreeDepth,2,
place,numPortBuffers,65,
timing,fin_tns_setup,0,ns
synth,postSynthSeqShare,0.321,
setup_path,path_cells,"clkdlybuf4s50_1 > nor2b_1 > a32oi_1 > o22ai_1 > a311o_1 > clkdlybuf4s50_1",
finish,logic_area,0.00178,mm2
floorplan,core,0.00557,mm2
synth,synth-cells-yosys,308,
setup_path,worst-setup-path-type,"primary input to output pin",
setup_path,worst_setup_path_end_kind,"output pin",
synth,synth-warning-count,1,
routing,ant_nets,0,
synth,ys_seq_elements,33,
job,max_cap_violations,0,
cts,ctsLongestPathBuffers,2,
timing,rsz0062_at_grt,"no",
routing,detailedRoute.firstPassIterationCount,4,
outcome,outcome,"finished clean",
timing,post-route-min-period,5.76,ns
min_path,holdCritPathClass,"flop to flop",
setup_path,largest_delay_contributor_family_on_the_critical_path,"buffers and inverters",
place,dpl.hpwl,5750,um
routing,via_per_inst,5.69,
timing,finalClockSkew,0.00624,ns
global_routing,grt_overflow_total,0,
job,tool_warnings,34,
floorplan,initial_utilization,0.526,
cts,postCtsSetupBuffers,0,
power_and_ir_drop,power.density_cell_area,149,mW/mm2
cts,cts_made_buffers,5,
global_routing,grtUsageTotal,0.262,
finish,stdcell_area,0.00369,mm2
floorplan,std_cell_rows,27,
synth,async_reset_ff_frac,0,
finish,final_util,0.662,
routing,post_drt_wl_per_cell,16.8,um
floorplan,fp.dieW,78.6,um
timing,final_hold_viol_count,0,
global_routing,antenna_found_initial,0,
setup_path,worstPathRequired,6.64,ns
setup_path,timing.critical_path.slowest_cell_delay,0.93,ns
global_routing,grt_max_degree,26,
routing,routed-via-count,2519,
[cell type report]
class | instances | share of cell area
inverter | 27 | 0.0275
multi-input combinational | 232 | 0.481
timing repair buffer | 71 | 0.188
clock buffer | 5 | 0.0186
tap | 72 | 0.0244
clock inverter | 3 | 0.00475
sequential | 33 | 0.255
[routing by layer]
| layer | GRT usage | wire [um] | vias up |
|---|---|---|---|
| li1 | - | - | 1247 |
| met1 | 0.410 | 3290 | 1176 |
| met2 | 0.410 | 3600 | 84 |
| met3 | 0.0390 | 428 | 12 |
| met4 | 0.0500 | 146 | 0 |
| met5 | 0 | 0 | - |
[synthesized netlist by cell type, types with 3 or more instances]
master / instances
o21ai_0: 10
a221oi_1: 4
a31oi_1: 7
buf_2: 12
xnor2_1: 9
nor2_1: 30
inv_1: 25
dfxtp_1: 5
nand3_1: 8
mux2_2: 5
nand2_1: 18
mux2i_1: 12
nor2b_1: 7
o311ai_1: 3
buf_4: 8
fa_1: 7
mux2i_4: 3
a21o_1: 4
edfxtp_1: 28
or3_1: 3
ha_1: 23
a21oi_1: 18
nor3_1: 7
[worst min-delay path, cell delays in order, from the launching register on]
cell	delay [ns]
dfxtp_1	0.34
a21oi_1	0.07
o31ai_2	0.05
[stage by stage]
step | hold WS, ns | worst slack, ns | total power, W | cells
floorplan | 0.417 | 3.50 | 0.000347 | 315
global placement | 0.468 | 2.54 | 0.000436 | 435
detailed placement | 0.470 | 2.52 | 0.000437 | 435
CTS | 0.487 | 2.51 | 0.000556 | 443
global route | 0.517 | 2.37 | 0.000587 | 443
finish | 0.489 | 2.54 | 0.000551 | 443
[cells in the final DEF, fill, tap and decap left out, drive strengths merged, types with 3 or more instances in the layout]
master,n
clkbuf,5
nand2,19
fa,7
a31oi,7
nand3,8
o311ai,4
conb,8
inv,27
buf,6
a21oi,19
xnor2,9
nor3,8
clkdlybuf4s50,65
edfxtp,28
dfxtp,5
a221oi,5
mux2i,16
o21ai,12
o221ai,3
nor2,30
or3,3
nor2b,7
a21o,4
mux2,5
ha,23
[cells by family after synthesis]
| group | after synthesis | synth area share |
|---|---|---|
| fa+ha+maj | 30 | 0.146 |
| xor+xnor | 10 | 0.0299 |
| mux | 21 | 0.0879 |
| buf+inv | 50 | 0.0819 |
| flops | 33 | 0.321 |
| compound gates | 79 | 0.193 |
| simple gates | 84 | 0.139 |
| other cells | 1 | 0.00128 |
[worst paths after layout]
path / start / end / slack, ns / cells after the start
setup / recovery: source_sel[1] / data_bus[3] / 2.54 / 6
hold reg to reg: r_eq_0 / r_eq_0 / 0.49 / 2
hold / removal: r_eq_0 / r_eq_0 / 0.49 / 2
setup reg to reg: y1[1] / r[1] / 4.51 / 14
[where the power goes]
part,internal [W],switching [W],leakage [nW],total [W]
combinational,0.000111,0.000106,1.15,0.000217
clock,0.0000578,0.0000593,0.0439,0.000117
sequential,0.000201,0.0000155,0.324,0.000216
total,0.000370,0.000181,1.52,0.000551
Power and IR drop assume default switching activity.
